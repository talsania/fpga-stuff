### design/flow/constraint.sdc
current_design clk_divider

set clk_period 1.0
set clk_io_pct 0.2

create_clock -name clk0 -period $clk_period [get_ports {clk}]

set non_clock_inputs [all_inputs -no_clocks]
set_input_delay [expr $clk_period * $clk_io_pct] -clock clk0 $non_clock_inputs
set_output_delay [expr $clk_period * $clk_io_pct] -clock clk0 [all_outputs]
### design/flow/config.mk
export PLATFORM = sky130hd
export DESIGN_NAME = clk_divider
export DESIGN_NICKNAME = clk_divider
export VERILOG_FILES = /design/flow/design.v
export SDC_FILE = /design/flow/constraint.sdc
export NUM_CORES = 4
export LEC_CHECK = 1
export CORE_AREA = 10 10 79 79
export DIE_AREA = 0 0 89 89
### design/flow/run.sh
#!/bin/bash
# OpenROAD 26Q1-2900-gdf79404cd8, Yosys 0.63+post, stock flow scripts
make -C /OpenROAD-flow-scripts/flow DESIGN_CONFIG=/design/flow/config.mk WORK_HOME=/design/flow/orfs finish
### design/flow/design.v
`timescale 1ns / 1ps
module clk_divider(
    input wire clk,
    input wire rst,
    output wire led
    );
wire [23:0] din;
wire [23:0] clkdiv;
dff dff_inst0 (
    .clk(clk),
    .rst(rst),
    .D(din[0]),
    .Q(clkdiv[0])
);
genvar i;
generate
    for (i = 1; i < 24; i = i + 1) begin : dff_gen_label
        dff dff_inst (
            .clk(clkdiv[i-1]),
            .rst(rst),
            .D(din[i]),
            .Q(clkdiv[i])
        );
    end
endgenerate
assign din = ~clkdiv;
assign led = clkdiv[23];
endmodule
`timescale 1ns / 1ps
module dff(
    input wire D,
    input wire clk,
    input wire rst,
    output reg  Q
    );
always @ (posedge clk, posedge rst) begin
    if (rst == 1'b1)
        Q <= 1'b0;
    else
        Q <= D;
end
endmodule
==> results.tsv <==
metric	value	unit
path_max_fanout	2	
ys_cells	49	
fin_crit_sh	0.477	
setup_violations	0	
fill_cells	482	
grt_first_pass_wirelength	1040	um
antenna_cells	0	
yosysSeqAreaShare	0.865	
initCoreUtil	0.149	
tightest_slew	0.264	ns
critPathCaptureType	flop	
cts.clk_slew.worst_paths	0	ns
flop_area	601	sq um
die_area	0.00792	sq mm
power.density	80.6	mW/mm^2
skew	0	ns
wirelength	578	um
vias	255	
post_cts_buffers	0	
syn2layout_area_growth	13.7	%
crit_buf_inv	1	
grt.total_usage	0.0159	
rrSetupSlack	0.52	ns
dp_hpwl	533	um
edf_count	0	
boundaryPins	3	
grt_max_degree	24	
route.met2.wl	209	um
yosys_warnings	1	
comb_cells	0	
die_h	89	um
drive_gt1_frac	0.0192	
rsz0062_at_grt	no	
drtIter0Drc	12	
unclocked_regs	23	
reg2regPathDepth	1	
num_rows	25	
numPortBuffers	2	
fp.dieW	89	um
wl_met1	325	um
grt_pass1_vias	209	
top_cell_area_share	0.865	
hold_viol_final	0	
timing.rr.end	dff_inst0.Q$_DFF_PP0_	
holdBufCountCts	0	
ant_nets	0	
largest_area_cell	dfrtp_1	
syn_area	694	sq um
setup_tns	0	ns
synth.avg_cell_area	14.2	sq um
first_pass_iters	2	
coreArea	0.00466	sq mm
status	finished, final reports clean	
fmax	2.10	GHz
arrival	0.36	ns
top_cells_by_count	inv_1, dfrtp_1	
comb_area	0	sq um
slew_headroom	0.824	
synth_cells	49	
start_kind	flop	
hp-class	in -> async	
worstPathCellList	inv_1	
critPathTopFamily	flip-flops	
yosysUniqueCellTypes	2	
worst-setup-path-type	reg -> reg	
r2r-start	dff_inst0.Q$_DFF_PP0_	
slew_viol_final	0	
ys_top_cells_by_area	dfrtp_1, inv_1	
drc	0	
synth_flops	24	
ff_type	dfrtp_1	
warnings	28	
yosys_area	694	sq um
worst_ir_drop_vdd	0.0628	mV
wl_per_cell	5.45	um
critPathRequiredTime	0.88	ns
async_reset_ff_frac	1.00	
max_cap_violations	0	
top_layer	met3	
overflow	0	
min_period	0.477	ns
gp_congestion	0.686	
clk_latency	0	ns
max_stage_delay	0.32	ns
unconstrained_endpoints	24	
p_leak	0.000363	uW
postLayoutCellArea	790	sq um
dr_wl_met3	43	um
antenna_found_initial	0	
cts_resized	0	
synth_top_cell_by_count	inv_1	
crit_slowest_cell	dfrtp_1	
via_per_inst	2.41	
dpl_cell_area	790	sq um
worst max-delay path by stage:
stage / start / to / slack (ns) / cells past startpoint
4_1_cts: dff_inst0.Q$_DFF_PP0_ / dff_inst0.Q$_DFF_PP0_ / 0.52 / 1
5_1_grt: dff_inst0.Q$_DFF_PP0_ / dff_inst0.Q$_DFF_PP0_ / 0.50 / 1
6_report: dff_inst0.Q$_DFF_PP0_ / dff_inst0.Q$_DFF_PP0_ / 0.52 / 1
routing by layer:
| metal | up-vias | global-route usage |
|---|---|---|
| met5 | - | 0 |
| met4 | 0 | 0 |
| met3 | 0 | 0.00367 |
| met2 | 2 | 0.0199 |
| met1 | 124 | 0.0278 |
| li1 | 129 | - |
cell usage in the layout, fill, tap and decap left out, drive strengths merged:
cell	synthesis	routed
inv	25	25
dfrtp	24	24
buf	0	1
clkdlybuf4s50	0	2
registers in the layout, summed over array words and instances, names as in the netlist:
register,flops
dff_gen_label.dff_inst.Q,23
dff_inst0.Q,1
report_power, final:
part | switching (uW) | internal, uW
registers | 0 | 40.2
logic | 17.1 | 6.28
clock network | 0 | 0
total | 17.1 | 46.5
cell type report:
| type | instances | share of cell area |
|---|---|---|
| well taps | 54 | 0.0856 |
| flip-flops and latches | 24 | 0.761 |
| repair buffers | 3 | 0.0349 |
| inverters | 25 | 0.119 |
stage by stage:
step	total power, uW	hold slack [ns]	utilization	setup slack (ns)	instances
4_1_cts	65.3	0.360	0.169	0.525	106
3_5_place_dp	65.2	0.352	0.169	0.525	106
3_3_place_gp	64.1	0.357	0.169	0.531	106
5_1_grt	68.1	0.382	0.169	0.497	106
2_1_floorplan	54.7	0.215	-	0.336	49
6_report	63.6	0.359	0.169	0.523	106
cells by family (layout without fill, tap and decap cells):
logic type / Yosys count / in the layout / share of synthesized area
buf+inv: 25 / 28 / 0.135
flops: 24 / 24 / 0.865
Power and IR drop assume default switching activity.
