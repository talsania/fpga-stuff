===== /design/flow/config.mk =====
export PLATFORM = sky130hd
export DESIGN_NAME = seven_seg
export DESIGN_NICKNAME = seven_seg
export VERILOG_FILES = /design/flow/design.v
export SDC_FILE = /design/flow/constraint.sdc
export NUM_CORES = 4
export LEC_CHECK = 1
export CORE_UTILIZATION = 30

===== /design/flow/constraint.sdc =====
current_design seven_seg

set clk_period 3.7
set clk_io_pct 0.2

create_clock -name clk0 -period $clk_period [get_ports {CLK}]

set non_clock_inputs [all_inputs -no_clocks]
set_input_delay [expr $clk_period * $clk_io_pct] -clock clk0 $non_clock_inputs
set_output_delay [expr $clk_period * $clk_io_pct] -clock clk0 [all_outputs]

===== /design/flow/design.v =====
`timescale 1ns / 1ps
module seven_seg(
    input [3:0] SW,
    input CLK,
    output reg [7:0] SSEG_CA,
    output reg [7:0] SSEG_AN,
    output reg [3:0] LED
);
wire clk_slow;
slow_clock S1 (CLK, clk_slow);
initial begin
    SSEG_AN = 8'b11111110;  
end
always @(*) begin
    case (SW)
        4'b0000: SSEG_CA = 8'b11000000;  
        4'b0001: SSEG_CA = 8'b11111001;
        4'b0010: SSEG_CA = 8'b10100100;
        4'b0011: SSEG_CA = 8'b10110000;
        4'b0100: SSEG_CA = 8'b10011001;
        4'b0101: SSEG_CA = 8'b10010010;
        4'b0110: SSEG_CA = 8'b10000010;
        4'b0111: SSEG_CA = 8'b11111000;
        4'b1000: SSEG_CA = 8'b10000000;
        4'b1001: SSEG_CA = 8'b10011000;
        4'b1010: SSEG_CA = 8'b10001000;
        4'b1011: SSEG_CA = 8'b10000011;
        4'b1100: SSEG_CA = 8'b11000110;
        4'b1101: SSEG_CA = 8'b10100001;
        4'b1110: SSEG_CA = 8'b10000110;
        4'b1111: SSEG_CA = 8'b10001110;
        default: SSEG_CA = 8'b11111111;
    endcase
end
always @(*) begin
    LED = SW;
end
always @(posedge clk_slow) begin
    case (SSEG_AN)
        8'b11111110: SSEG_AN <= 8'b11111101;
        8'b11111101: SSEG_AN <= 8'b11111011;
        8'b11111011: SSEG_AN <= 8'b11110111;
        8'b11110111: SSEG_AN <= 8'b11101111;
        8'b11101111: SSEG_AN <= 8'b11011111;
        8'b11011111: SSEG_AN <= 8'b10111111;
        8'b10111111: SSEG_AN <= 8'b01111111;
        8'b01111111: SSEG_AN <= 8'b11111110;
        default:     SSEG_AN <= 8'b11111110;
    endcase
end
endmodule
module slow_clock(CLK, clk_slow); 
    input CLK;
    output clk_slow;
 reg [31:0] counter_out;
 reg clk_slow;
initial
    begin 
        counter_out<=32'h00000000;
        clk_slow<=0;
    end
always @(posedge CLK) 
    begin 
        counter_out<=counter_out + 32'h00000001; 
        if (counter_out>32'd100000) 
        begin
            counter_out<=32'h00000000; 
            clk_slow<=!clk_slow;
        end
    end 
endmodule

===== /design/flow/run.sh =====
#!/bin/bash
# OpenROAD 26Q1-2900-gdf79404cd8, Yosys 0.63+post, stock flow scripts
make -C /OpenROAD-flow-scripts/flow DESIGN_CONFIG=/design/flow/config.mk WORK_HOME=/design/flow/orfs finish

==> flow_summary.toml <==
# yosys + openroad results
[outcome]
run_status = "complete, no violations"

[worst_setup_path]
r2r_slack_ns = 1.69
startpoint_type = "primary input"
required_ns = 2.96
crit_arrival_ns = 2.69
path_class = "primary input to primary output"
worst_setup_path_end_kind = "primary output"
worstRegToRegCells = 5
rr_startpoint = "S1.counter_out[0]$_SDFF_PN0_"
reg2reg_to = "S1.clk_slow$_DFFE_PN_"
critPathMaxFanout = 5
startpoint = "SW[1]"

[place]
place_congestion = 0.7940
dpl.hpwl_mm = 1.982
port_buffers = 23

[clock_network]
clock_latency_ns = 0.28
cts_max_level = 2
cts.path.max_buffers = 2
cts_setup_buffers = 0
holdBufCountCts = 0
cts_tree = "yes"
clockRootBuffer = "clkbuf_8"
clk_pin_slew_ns = 0.06
cts_made_buffers = 5
postCtsResizedCells = 0

[logic_synthesis]
synthCells = 190
ff_type = "dfxtp_1"
synth_area_per_cell_um2 = 9.213
synth-edff-count = 1
yosys_area_um2 = 1750
yosysWarnings = 2
synth_cell_type_count = 42
syn-cell-area_um2 = 1750
ys_seq_frac = 0.4746
async_flop_share = 0
yosys_register_bits = 41
ys_cells = 190

[cells_and_area]
final_common_cell = "dfxtp_1"
layout-drive-gt1-share = 0.06637
lay_top_cells = "dfxtp_1 (40), nor2_1 (24), clkdlybuf4s50_1 (23)"
fin_util = 0.3917
areaGrowthSynthToFinish_pct = 24.73

[worst_hold_path]
min_to = "S1.counter_out[0]$_SDFF_PN0_"
hold_depth = 1
min_from = "S1.counter_out[0]$_SDFF_PN0_"
hold_class = "flop to flop"

[grt]
overflow = 0
grt_start_max_net_pins = 19
antenna_found_initial = 0
grt_pass1_wl_mm = 4.968
grt_util_all_layers = 0.09966
grt_pass1_vias = 1165

[timing]
fin_crit_ns = 3.432
setup_viol_count_final = 0
slew_violations = 0
unclocked_pins = 8
tns_ns = 0
hold_viol = 0
slew-limit-headroom = 0.5588
finalClockPeriodUsage = 0.9276
fmax_ghz = 0.2914
untimed_endpoints = 16
rsz0062_at_grt = "no"
tightest_slew_ns = 0.6619
finClkSkew_ns = 0.006483

[power_and_ir_drop]
p_per_area_nw_per_um2 = 345.5
power.leakage_uw = 0.0007873
vdd_ir_drop_max_mv = 0.2876

[floorplanning]
core_area_um2 = 5574
std_cell_rows = 27
die_w_um = 78.39
die_h_um = 78.39
ios = 25
initCoreUtil = 0.3140
die-area_um2 = 6144

[routing]
vias = 1351
wl_per_cell_um = 9.574
drc = 0
wl_met1_mm = 1.445
drtPass1Iterations = 4
drtIter0Drc = 45
via_per_inst = 4.534
drtAntennaViolNets = 0
met2_length_mm = 1.208
top_layer_used = "met4"
wirelength_mm = 2.853
insertedDiodeCount = 0
wl_met3_um = 124

[job]
warnings = 30
maxCapViolations = 0
[layout make-up]
type                       count  area [um2]
tap                           72       90.09
fill                         556        3391
multi-input combinational    143       867.1
inverter                       9       33.78
clock inverter                 1       30.03
timing repair buffer          25       245.2
sequential                    41       830.8
clock buffer                   7       86.33
[routing by layer]
metal  up-vias  track usage
met3         8      0.01889
li1        707            -
met5         -            0
met2        34       0.1544
met4         0      0.02407
met1       602       0.1464
[sequential cells by signal, indices dropped and copies added, names as in the netlist]
| name | cells |
|---|---|
| S1.clk_slow | 1 |
| S1.counter_out | 32 |
| SSEG_AN | 8 |
[cells in the mapped netlist (3+ instances only)]
master,instances,area share
inv_1,9,0.019
buf_4,5,0.021
nand2_1,13,0.028
nor3_1,4,0.011
nor4_1,8,0.029
xor2_1,3,0.015
nand4_1,5,0.018
a21oi_1,9,0.026
nand3_1,8,0.023
buf_2,3,0.0086
nor2_1,24,0.051
xnor2_1,11,0.055
dfxtp_1,40,0.46
o21ai_0,7,0.020
ha_1,7,0.050
[stage by stage]
| step | hold slack [ns] | total power [uW] | instances | cell area, um2 | setup slack, ns |
|---|---|---|---|---|---|
| detailed placement | 0.4705 | 422.1 | 290 | 2067 | 0.2672 |
| floorplan | 0.4415 | 396.8 | 204 | 1803 | 1.397 |
| CTS | 0.4937 | 768.4 | 298 | 2183 | 0.2588 |
| finish | 0.4885 | 754.4 | 298 | 2183 | 0.2680 |
| global route | 0.5131 | 789.6 | 298 | 2183 | 0.1567 |
| global placement | 0.4629 | 422.1 | 290 | 2067 | 0.2873 |
[critical path, stage by stage]
cell and delay [ns]:
clkdlybuf4s50_1 0.49, inv_1 0.15, ha_1 0.23, nor2_1 0.07, or3b_2 0.45, o21ai_0 0.08, clkdlybuf4s50_1 0.47
[logic make-up after synthesis]
kind of cell	count (synthesis)	synth area share
and+or+nand+nor	80	0.2488
xor gates and xnor gates	14	0.07005
adders and majority gates	7	0.05003
DFF	41	0.4746
muxes	1	0.005719
AOI/OAI and AO/OA	25	0.08649
other	2	0.004290
buffers and inverters	20	0.06004
[where the power goes]
group / total, uW / leakage, uW / switching [uW] / internal [uW]
Sequential: 368 / 0.000336 / 2.03 / 366
Combinational: 46.2 / 0.000392 / 18.0 / 28.2
Clock: 341 / 0.0000585 / 121 / 219
Total: 754 / 0.000787 / 141 / 613
[worst max path at each step]
stage                end  slack, ns  depth (start not counted)
CTS           SSEG_CA[0]       0.26                          7
global route  SSEG_CA[0]       0.16                          6
finish        SSEG_CA[0]       0.27                          7
Power is estimated from default activity; no workload was simulated.
