[/design/flow/design.v]
`timescale 1ns / 1ps
module debouncer(
    input clk, reset_n,
    input noisy,
    output debounced
    );
    wire timer_done, timer_reset;
    fsm FSM0(
        .clk(clk),
        .reset_n(reset_n),
        .noisy(noisy),
        .timer_done(timer_done),
        .timer_reset(timer_reset),
        .debounced(debounced)
    );
    timer_param #(.FINAL_VALUE(1_999_999)) T0(
        .clk(clk),
        .reset_n(~timer_reset),
        .enable(~timer_reset),
        .done(timer_done)
    );
endmodule
`timescale 1ns / 1ps
module fsm(
    input clk, reset_n,
    input noisy, timer_done,
    output timer_reset, debounced
    );
    reg [1:0] state_reg, state_next;
    parameter s0 = 0, s1 = 1, s2 = 2, s3 = 3;
    always @(posedge clk, negedge reset_n)
    begin
        if (~reset_n)
            state_reg <= 0;
        else
            state_reg <= state_next;
    end
    always @(*)
    begin
        state_next = state_reg;
        case(state_reg)
            s0: if (~noisy)
                    state_next = s0;
                else if (noisy)
                    state_next = s1;
            s1: if (~noisy)
                    state_next = s0;
                else if (noisy & ~timer_done)
                    state_next = s1;
                else if (noisy & timer_done)
                    state_next = s2;
            s2: if (~noisy)
                    state_next = s3;
                else if (noisy)
                    state_next = s2;
            s3: if (noisy)
                    state_next = s2;
                else if (~noisy & ~timer_done)
                    state_next = s3;
                else if (~noisy & timer_done)
                    state_next = s0;
            default: state_next = s0;                                             
        endcase
    end
    assign timer_reset = (state_reg == s0) | (state_reg == s2);
    assign debounced = (state_reg == s2) | (state_reg == s3);
endmodule
`timescale 1ns / 1ps
module timer_param
    #(parameter FINAL_VALUE = 255)(
    input clk,
    input reset_n,
    input enable,
    output done
    );
    localparam BITS = $clog2(FINAL_VALUE);
    reg [BITS - 1:0] Q_reg, Q_next;
    always @(posedge clk, negedge reset_n)
    begin
        if (~reset_n)
            Q_reg <= 'b0;
        else if(enable)
            Q_reg <= Q_next;
        else
            Q_reg <= Q_reg;
    end
    assign done = Q_reg == FINAL_VALUE;
    always @(*)
        Q_next = done? 'b0: Q_reg + 1;
endmodule
[/design/flow/run.sh]
#!/bin/bash
# OpenROAD 26Q1-2900-gdf79404cd8, Yosys 0.63+post, stock flow scripts
make -C /OpenROAD-flow-scripts/flow DESIGN_CONFIG=/design/flow/config.mk WORK_HOME=/design/flow/orfs finish
[/design/flow/config.mk]
export PLATFORM = sky130hd
export DESIGN_NAME = debouncer
export DESIGN_NICKNAME = debouncer
export VERILOG_FILES = /design/flow/design.v
export SDC_FILE = /design/flow/constraint.sdc
export NUM_CORES = 4
export LEC_CHECK = 1
export CORE_UTILIZATION = 30
[/design/flow/constraint.sdc]
current_design debouncer

set clk_period 1.6
set clk_io_pct 0.2

create_clock -name clk0 -period $clk_period [get_ports {clk}]

set non_clock_inputs [all_inputs -no_clocks]
set_input_delay [expr $clk_period * $clk_io_pct] -clock clk0 $non_clock_inputs
set_output_delay [expr $clk_period * $clk_io_pct] -clock clk0 [all_outputs]
==> metrics.csv <==
stage,metric,value,unit
outcome,status,finished with violations,
outcome,violations,negative setup slack,
worst_setup_path,arrival,2110,ps
hold_path,hp-class,in2async,
die,initial_core_util,0.310,
detailed_routing,ant_nets,0,
worst_setup_path,path_cells,"buf_6, or2_4, or4_4, or4_1, a21oi_1",
grt,grt_use_total,0.143,
clocking,clock_sinks,25,
final_layout,final_cell_mix,"35 x buf_4, 24 x dfrtp_1, 14 x nand2_1",
final_timing,worst_hold_slack,238,ps
place,place_congestion,0.822,
final_layout,largest_reg_flops,21,
detailed_routing,first_iter_violations,31,
die,die_y,66.3,um
clocking,cts_buffer_depth,2,
final_timing,setup_viol,17,
final_timing,maxSlewHeadroom,0.774,
worst_setup_path,crit_type,reg2reg,
worst_setup_path,cp_data_required_time,1800,ps
clocking,insertion_delay,270,ps
clocking,ctsRootBufferMaster,clkbuf_8,
final_timing,period_needed,1910,ps
final_layout,seq_area,627,um^2
flow_run,cap_violations,0,
final_timing,rsz0062_at_grt,true,
detailed_routing,finalWirelength,2760,um
logic_synthesis,yosys_area,1240,um^2
logic_synthesis,ys_types,33,
power,leakage,0.800,nW
final_layout,lay_top_count,buf_4,
final_timing,worst_slack,-312,ps
logic_synthesis,avgSynthCellArea,10.1,um^2
grt,grt_pass1_wl,4710,um
final_timing,timing.fmax,523,MHz
worst_setup_path,cpPeakStageDelay,530,ps
detailed_routing,diodes,0,
final_timing,maxSlewViolCount,0,
grt,overflow,0,
detailed_routing,dr.pass1.iters,4,
grt,grt_pass1_vias,1048,
die,coreArea,4000,um^2
power,ir_drop,491,uV
place,place_area,1630,um^2
clocking,htreeDepth,1,
power,power_density,1130,nW/um^2
worst_setup_path,slowest_stage,or4_4,
clocking,cts_tree,done,
final_layout,drive_gt1_frac,0.456,
final_timing,skew,5.94,ps
final_layout,finalInstanceArea,1840,um^2
logic_synthesis,synth_area,1240,um^2
logic_synthesis,ys_seq_elements,25,
detailed_routing,vias,1080,
grt,antenna_found_initial,0,
final_timing,worst_slew_pin_slew,335,ps
detailed_routing,route.detailed.drc,0,
place,hpwl,2010,um
final_layout,num-fill-cells,347,
place,io_buffer_count,3,
final_layout,area_growth_syn_to_layout,48.2,%
grt,grt_max_degree,16,
worst_setup_path,endpoint_kind,register,
die,die-area,4400,um^2
clocking,ctsHoldBuffers,0,
worst_setup_path,crit_path_start_kind,register,
logic_synthesis,ys_seq_frac,0.505,
detailed_routing,vias_per_cell,4.89,
logic_synthesis,yosys_cells,123,
worst_setup_path,path_max_fanout,3,
logic_synthesis,yosysWarnings,2,
die,rows,23,
detailed_routing,wl_per_cell,12.5,um
flow_run,warnings,28,
logic_synthesis,synthCells,123,
die,die_w,66.3,um
clocking,numCtsBuffers,3,
final_timing,finalCritPeriodShare,1.19,
clocking,clkTransAtPathRegs,90,ps
die,ios,4,
final_timing,hold_viol,0,
final_layout,logic_area,699,um^2
==> area by class of cell <==
class                           instances  share of cell area
Multi-Input combinational cell         92               0.380
Timing Repair Buffer                   46               0.210
Sequential cell                        25               0.341
Clock buffer                            4              0.0245
Inverter                                4              0.0102
Tap cell                               50              0.0340
==> critical path: cells and delay by family, from the launching register on <==
kind | cells | cell delay [ps]
simple gates | 3 | 1170
flops | 1 | 410
compound gates | 1 | 130
buf+inv | 1 | 120
==> report_power, final <==
group	internal, mW	switching, mW
clock	0.178	0.194
sequential	0.742	0.0939
combinational	0.464	0.406
==> routing by layer <==
metal  share of wire  wire (um)  global-route usage  up-vias
met3           0.026         71              0.0105        4
met1            0.51       1410               0.247      517
met2            0.46       1260               0.209       14
met4          0.0062         17              0.0133        0
met5               0          0                   0        -
li1                -          -                   -      545
==> Yosys cell counts <==
cell / number / share of area
dfrtp_1: 24 / 0.48
nand2_1: 15 / 0.045
xnor2_1: 9 / 0.064
nand3_1: 7 / 0.028
nor2_1: 7 / 0.021
a21oi_1: 5 / 0.020
inv_1: 4 / 0.012
nor3_1: 4 / 0.016
o21ai_1: 4 / 0.016
or3_1: 4 / 0.020
xor2_1: 4 / 0.028
nand4_1: 3 / 0.015
nor4_1: 3 / 0.015
o31ai_1: 3 / 0.018
or4_1: 3 / 0.018
or4_4: 3 / 0.027
buf_2: 2 / 0.0081
o21ai_0: 2 / 0.0081
o22ai_1: 2 / 0.010
or2_2: 2 / 0.010
a21oi_2: 1 / 0.0071
and3_2: 1 / 0.0061
and4_1: 1 / 0.0071
dfstp_2: 1 / 0.021
ha_1: 1 / 0.010
nand2b_1: 1 / 0.0050
nand3_2: 1 / 0.0081
nand4bb_1: 1 / 0.0091
nor3_2: 1 / 0.0081
nor3_4: 1 / 0.013
o2bb2ai_1: 1 / 0.0071
or2_1: 1 / 0.0050
or4b_1: 1 / 0.0081
==> metrics by stage <==
stage	TNS [ps]	util	setup slack [ps]	std cells	total power, mW
final	-3940	0.460	-312	221	2.08
after global routing	-5410	0.460	-376	221	2.21
after CTS	-4030	0.451	-313	219	2.04
after detailed placement	-4570	0.408	-297	212	1.57
after global placement	-4310	0.408	-286	212	1.55
after floorplan	-3250	-	-290	123	1.21
==> final timing paths <==
path	from	end	slack, ps	depth (start not counted)
max in group asynchronous	FSM0.state_reg[1]	T0.Q_reg[10]	340	6
min in group clk0	T0.Q_reg[16]	T0.Q_reg[16]	520	1
hold / removal	reset_n	FSM0.state_reg[1]	240	1
hold reg to reg	T0.Q_reg[16]	T0.Q_reg[16]	520	1
setup / recovery	FSM0.state_reg[1]	T0.Q_reg[20]	-310	5
setup reg to reg	FSM0.state_reg[1]	T0.Q_reg[20]	-310	5
==> cells by family after synthesis <==
kind of cell | synth area share
simple gates | 0.286
flops | 0.505
compound gates | 0.0867
xor+xnor | 0.0917
buf+inv | 0.0202
fa+ha+maj | 0.0101
==> repair_timing <==
| item | 4_1_cts | 5_1_grt |
|---|---|---|
| endpoints found under the setup margin | 24 | 22 |
| gates cloned | 0 | 0 |
| setup buffers | 3 | 2 |
| pin swaps | 13 | 3 |
| resized | 31 | 4 |
No activity file was given, so power comes from the tool's default toggle rates.
